### flow/config.mk
export PLATFORM = sky130hd
export DESIGN_NAME = regfile
export DESIGN_NICKNAME = regfile
export VERILOG_FILES = /design/flow/design.v
export SDC_FILE = /design/flow/constraint.sdc
export NUM_CORES = 4
export LEC_CHECK = 1
export CORE_UTILIZATION = 30
### flow/design.v
module regfile (output reg [31:0] readData1,readData2,
input clk,write,
input wire [4:0] readReg1,readReg2,writeReg,
input wire [31:0] writeData);
integer i;
reg [31:0] registers [31:0];
initial begin 
for(i=0; i<32; i=i+1)
    registers[i]=0;
end
always @(posedge clk) begin
    readData1<=registers[readReg1];
    readData2<=registers[readReg2];
    if(write)
        registers[writeReg]<=writeData;
end
endmodule
### flow/constraint.sdc
current_design regfile

set clk_period 5.1
set clk_io_pct 0.2

create_clock -name clk0 -period $clk_period [get_ports {clk}]

set non_clock_inputs [all_inputs -no_clocks]
set_input_delay [expr $clk_period * $clk_io_pct] -clock clk0 $non_clock_inputs
set_output_delay [expr $clk_period * $clk_io_pct] -clock clk0 [all_outputs]
### flow/run.sh
#!/bin/bash
# OpenROAD 26Q1-2900-gdf79404cd8, Yosys 0.63+post, stock flow scripts
make -C /OpenROAD-flow-scripts/flow DESIGN_CONFIG=/design/flow/config.mk WORK_HOME=/design/flow/orfs finish
==> flow_summary.html <==
<h2>Implementation results</h2>
<table>
<tr><th>Metric</th><th>Value</th></tr>
<tr><th colspan="2">Setup path</th></tr>
<tr><td>Worst path max stage delay</td><td>0.64 ns</td></tr>
<tr><td>Critical Path, Cell by Cell</td><td>clkdlybuf4s50_1, and2_4, buf_12, a22o_1, nor3_1, a31oi_1, nand3_1</td></tr>
<tr><td>Data required time at the worst endpoint</td><td>5.61 ns</td></tr>
<tr><td>Worst setup EP type</td><td>flop</td></tr>
<tr><td>Standard cell with the maximum stage delay on the critical path</td><td>sky130_fd_sc_hd__and2_4</td></tr>
<tr><td>Arr. time, crit path</td><td>3.56 ns</td></tr>
<tr><td>CP startpoint kind</td><td>primary input</td></tr>
<tr><td>Maximum fanout count along the critical path</td><td>46</td></tr>
<tr><td>Critical path class</td><td>primary input to flop</td></tr>
<tr><th colspan="2">Global route</th></tr>
<tr><td>Met2 layer usage reported by global route</td><td>0.298</td></tr>
<tr><td>Vias in the first global route</td><td>32900</td></tr>
<tr><td>Global-route met1 utilization</td><td>0.239</td></tr>
<tr><td>Initial antenna violation count</td><td>10</td></tr>
<tr><td>Largest net degree at the start of global routing</td><td>87</td></tr>
<tr><td>Layer carrying the most global-route usage</td><td>met2</td></tr>
<tr><td>First-pass GRT wire length</td><td>226 mm</td></tr>
<tr><td>Global Route met3 Usage</td><td>0.110</td></tr>
<tr><td>GRT Util Overall</td><td>0.194</td></tr>
<tr><td>Global route overflow</td><td>0</td></tr>
<tr><th colspan="2">Run</th></tr>
<tr><td>Number of warnings in the stage logs</td><td>26</td></tr>
<tr><td>Number of max-capacitance violations reported</td><td>0</td></tr>
<tr><th colspan="2">Timing</th></tr>
<tr><td>Worst slew slack as a fraction of its limit</td><td>0.369</td></tr>
<tr><td>Final critical-path required period</td><td>3.05 ns</td></tr>
<tr><td>Highest Clock Rate</td><td>328 MHz</td></tr>
<tr><td>Final Max Slew Viols</td><td>0</td></tr>
<tr><td>Post-layout period usage</td><td>0.598</td></tr>
<tr><td>Measured slew at the worst slew-check pin</td><td>0.943 ns</td></tr>
<tr><td>Setup slack of the critical path after layout</td><td>2.05 ns</td></tr>
<tr><td>Final sum of negative setup slack</td><td>0 ns</td></tr>
<tr><td>Unrepaired setup endpoints after global routing</td><td>no</td></tr>
<tr><td># setup viols final</td><td>0</td></tr>
<tr><td>Endpoints failing hold</td><td>0</td></tr>
<tr><td>Final setup skew</td><td>0.0232 ns</td></tr>
<tr><th colspan="2">Die</th></tr>
<tr><td>Ports placed on the boundary</td><td>113</td></tr>
<tr><td>Die extent in y</td><td>411 um</td></tr>
<tr><td>Fp util</td><td>0.303</td></tr>
<tr><td>Number of standard-cell rows in the floorplan</td><td>149</td></tr>
<tr><td>Die Footprint</td><td>169000 um^2</td></tr>
<tr><td>Core box area</td><td>165000 um^2</td></tr>
<tr><td>Die W</td><td>411 um</td></tr>
<tr><th colspan="2">Logic synthesis</th></tr>
<tr><td>Async set-reset flop share out of synthesis</td><td>0</td></tr>
<tr><td>Yosys chip area</td><td>50100 um^2</td></tr>
<tr><td>Ys flops</td><td>1088</td></tr>
<tr><td># Cells Yosys</td><td>3450</td></tr>
<tr><td>Post-synth EDFFs</td><td>1024</td></tr>
<tr><td>Register share after synthesis</td><td>0.640</td></tr>
<tr><td>Instance count of the mapped netlist</td><td>3450</td></tr>
<tr><td>Mapped Area</td><td>50100 um^2</td></tr>
<tr><td>Number of distinct library cell variants in the gate-level netlist after synthesis</td><td>24</td></tr>
<tr><td>Average cell area after synthesis</td><td>14.5 um^2</td></tr>
<tr><td>Synth Warn #</td><td>1</td></tr>
<tr><td>Most used flip-flop cell after synthesis</td><td>sky130_fd_sc_hd__edfxtp_1</td></tr>
<tr><th colspan="2">Place</th></tr>
<tr><td>Post-placement worst setup slack</td><td>1.40 ns</td></tr>
<tr><td>Post-detailed-placement half-perimeter wirelength</td><td>90.4 mm</td></tr>
<tr><td>Placer Congestion</td><td>0.887</td></tr>
<tr><td>Port Buffer Count</td><td>112</td></tr>
<tr><th colspan="2">Clocking</th></tr>
<tr><td>Number of buffers inserted to repair setup after CTS</td><td>0</td></tr>
<tr><td>Worst-path clk slew</td><td>0.06 ns</td></tr>
<tr><td>Maximum clock insertion buffer count</td><td>3</td></tr>
<tr><td>Clock tree from TritonCTS</td><td>done</td></tr>
<tr><td>Number of levels in the clock H-tree</td><td>3</td></tr>
<tr><td>CTS hold repair buffers</td><td>0</td></tr>
<tr><td>Number of buffers created by CTS</td><td>113</td></tr>
<tr><td>Insertion delay to the later sink of the worst-skew pair</td><td>0.70 ns</td></tr>
<tr><td>Clock root buffer</td><td>sky130_fd_sc_hd__clkbuf_16</td></tr>
<tr><td>Clock sink count</td><td>1088</td></tr>
<tr><td>Number of gates given a new drive strength after cts</td><td>0</td></tr>
<tr><th colspan="2">Power and ir drop</th></tr>
<tr><td>Post-layout total power</td><td>19900 uW</td></tr>
<tr><td>Clock share of power</td><td>0.410</td></tr>
<tr><td>Combinational Power Share</td><td>0.086</td></tr>
<tr><td>Share of total power consumed by net switching</td><td>0.231</td></tr>
<tr><td>Pwr dens</td><td>344 nW/um^2</td></tr>
<tr><td>Peak supply drop</td><td>0.000307 V</td></tr>
<tr><td>Power Internal</td><td>15300 uW</td></tr>
<tr><td>Standby leakage power</td><td>0.0210 uW</td></tr>
<tr><td>Fraction of power consumed by sequential logic</td><td>0.504</td></tr>
<tr><td>Switching pwr</td><td>4610 uW</td></tr>
<tr><th colspan="2">Routing</th></tr>
<tr><td>Vias/cell</td><td>5.37</td></tr>
<tr><td>Number of design rule violations left after detail routing</td><td>0</td></tr>
<tr><td>Via count</td><td>31500</td></tr>
<tr><td>Initial DRC count</td><td>1991</td></tr>
<tr><td>Detailed-routing iteration count for the pre-antenna-repair pass</td><td>20</td></tr>
<tr><td>Average wire per standard cell</td><td>26.8 um</td></tr>
<tr><td>Final ANT Viol Nets</td><td>0</td></tr>
<tr><td>Final routed wirelength across all metal layers</td><td>157 mm</td></tr>
<tr><th colspan="2">Finish</th></tr>
<tr><td>Share of layout cells above drive strength 1</td><td>0.0972</td></tr>
<tr><td>Commonest cells after routing, fill and taps aside</td><td>1024 x sky130_fd_sc_hd__mux2i_1, 1024 x sky130_fd_sc_hd__edfxtp_1, 194 x sky130_fd_sc_hd__nand3_1, 193 x sky130_fd_sc_hd__nand2_1</td></tr>
<tr><td>Layout area overhead</td><td>15.7%</td></tr>
<tr><th colspan="2">Worst hold path</th></tr>
<tr><td>Hold Path Class</td><td>flop to flop</td></tr>
<tr><th colspan="2">Status</th></tr>
<tr><td>Status</td><td>complete, no violations</td></tr>
</table>
## worst max-delay path, delay by kind of cell
kind	cells	cell delay [ns]
AND/OR/NAND/NOR	3	0.90
buffers and inverters	2	1.03
AND-OR/OR-AND	2	0.55
## cell type report
cell class	instances	area [um^2]
fillers	15500	107000
flip-flops and latches	1088	32000
multi-input cells	2109	16800
clock buffers	157	3170
well taps	2189	2740
repair buffers	250	2670
clock inverters	58	533
diodes	2	5.00
## flip-flops by register name, summed over array words and instances (netlist names)
name	flops
registers	1024
readData1	32
readData2	32
## path summary, 6_finish.rpt
check                                                 start               endpoint  slack [ns]  depth (start not counted)
worst max-delay path                            readReg1[2]  readData1[10]$_DFF_P_        2.05                          7
worst min-delay path            registers[18][22]$_DFFE_PP_  readData1[22]$_DFF_P_        0.63                          4
worst min register to register  registers[18][22]$_DFFE_PP_  readData1[22]$_DFF_P_        0.63                          4
worst max register to register   registers[2][10]$_DFFE_PP_  readData1[10]$_DFF_P_        3.49                          5
## per-layer routing
metal | share of wire | wire, um
met3 | 0.13 | 21000
met1 | 0.37 | 57600
met2 | 0.47 | 73100
met4 | 0.032 | 4990
met5 | 0.00061 | 96
## power by group through the flow
stage	clock network (uW)	logic, uW	registers [uW]
4_1_cts	8300	1710	10100
5_1_grt	8620	1820	10100
6_report	8180	1710	10100
## per-stage QoR
| stage | instance area, um^2 | instances | hold slack (ns) | util |
|---|---|---|---|---|
| 2_1_floorplan | 50100 | 3450 | 0.579 | - |
| 3_3_place_gp | 54200 | 5636 | 0.599 | 0.328 |
| 3_5_place_dp | 54200 | 5636 | 0.619 | 0.328 |
| 4_1_cts | 57900 | 5851 | 0.626 | 0.350 |
| 5_1_grt | 57900 | 5851 | 0.662 | 0.350 |
| 6_report | 57900 | 5853 | 0.627 | 0.350 |
## cells by family (layout without fill, tap and decap cells)
logic type             Yosys count  after routing  synth area share
flip-flops                    1088           1088             0.640
multiplexers                  1024           1024             0.205
AND-OR/OR-AND                  576            576            0.0784
AND/OR/NAND/NOR                509            509            0.0459
buffers and inverters          253            465            0.0313
other                            0              2                 0
## cell usage after synthesis (5+ instances only)
master / instances / area, um^2
sky130_fd_sc_hd__a22o_1: 128 / 1120
sky130_fd_sc_hd__buf_4: 47 / 353
sky130_fd_sc_hd__nand3b_1: 5 / 37.5
sky130_fd_sc_hd__nor3_1: 64 / 320
sky130_fd_sc_hd__a22oi_1: 192 / 1440
sky130_fd_sc_hd__nor2_1: 35 / 131
sky130_fd_sc_hd__edfxtp_1: 1024 / 30700
sky130_fd_sc_hd__buf_2: 70 / 350
sky130_fd_sc_hd__nand3_1: 194 / 971
sky130_fd_sc_hd__dfxtp_1: 64 / 1280
sky130_fd_sc_hd__buf_6: 45 / 507
sky130_fd_sc_hd__a31oi_1: 64 / 400
sky130_fd_sc_hd__a21oi_1: 192 / 961
sky130_fd_sc_hd__mux2i_1: 1024 / 10200
sky130_fd_sc_hd__clkbuf_1: 86 / 323
sky130_fd_sc_hd__nand2_1: 195 / 732
No activity file was given, so power comes from the tool's default toggle rates.
